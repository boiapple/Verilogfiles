<file path="design/flow/run.sh">
#!/bin/bash
# OpenROAD 26Q1-2900-gdf79404cd8, Yosys 0.63+post, stock flow scripts
make -C /OpenROAD-flow-scripts/flow DESIGN_CONFIG=/design/flow/config.mk WORK_HOME=/design/flow/orfs finish
</file>
<file path="design/flow/config.mk">
export PLATFORM = sky130hd
export DESIGN_NAME = SPPA
export DESIGN_NICKNAME = SPPA
export VERILOG_FILES = /design/flow/design.v
export SDC_FILE = /design/flow/constraint.sdc
export NUM_CORES = 4
export LEC_CHECK = 1
export CORE_UTILIZATION = 30
</file>
<file path="design/flow/constraint.sdc">
current_design SPPA

set clk_period 43.3
set clk_io_pct 0.2

create_clock -name clk0 -period $clk_period [get_ports {clk}]

set non_clock_inputs [all_inputs -no_clocks]
set_input_delay [expr $clk_period * $clk_io_pct] -clock clk0 $non_clock_inputs
set_output_delay [expr $clk_period * $clk_io_pct] -clock clk0 [all_outputs]
</file>
<file path="design/flow/design.v">
module SPPA(input clk, input reset, input [31:0]A, input [31:0]B, output [31:0]Result);
    reg    [31:0] Num_shift; 
    reg    [7:0]  Larger_exp,Final_expo;
    reg    [22:0] Small_exp_ma,S_mantissa,L_mantissa,Large_ma,Final_mant;
    reg    [23:0] Add_mant,Add1_mant;
    reg    [7:0]  e1,e2;
    reg    [22:0] m1,m2;
    reg           s1,s2,Final_sign;
    reg    [3:0]  renorm_shift;
    integer signed   renorm_exp;
    reg    [31:0] Result1;
    assign Result = Result1;
    always @(*) begin
	e1 = A[30:23];
	e2 = B[30:23];
        m1 = A[22:0];
	m2 = B[22:0];
	s1 = A[31];
	s2 = B[31];
        if (e1  > e2) begin
            Num_shift           = e1 - e2;         
            Larger_exp           = e1;               
            Small_exp_ma  = m2;
            Large_ma      = m1;
        end
        else begin
            Num_shift           = e2 - e1;
            Larger_exp           = e2;
            Small_exp_ma  = m1;
            Large_ma      = m2;
        end
	if (e1 == 0 | e2 ==0) begin
	    Num_shift = 0;
	end
	else begin
	    Num_shift = Num_shift;
	end
	if (e1 != 0) begin
            Small_exp_ma  = {1'b1,Small_exp_ma[22:1]};
	    Small_exp_ma  = (Small_exp_ma >> Num_shift);
        end
	else begin
	    Small_exp_ma = Small_exp_ma;
	end
	if (e2!= 0) begin
            Large_ma      = {1'b1,Large_ma[22:1]};
	end
	else begin
	    Large_ma = Large_ma;
	end
            if (Small_exp_ma < Large_ma) begin
		S_mantissa = Small_exp_ma;
		L_mantissa = Large_ma;
            end
            else begin
		S_mantissa = Large_ma;
		L_mantissa = Small_exp_ma;
             end       
	if (e1!=0 & e2!=0) begin
		if (s1 == s2) begin
        		Add_mant = S_mantissa + L_mantissa;
		end else begin
			Add_mant = L_mantissa - S_mantissa;
		end
	end	
	else begin
		Add_mant = L_mantissa;
	end
	if (Add_mant[23]) begin
		renorm_shift = 4'd1;
		renorm_exp = 4'd1;
	end
	else if (Add_mant[22])begin
		renorm_shift = 4'd2;
		renorm_exp = 0;		
	end
	else if (Add_mant[21])begin
		renorm_shift = 4'd3; 
		renorm_exp = -1;
	end 
	else if (Add_mant[20])begin
		renorm_shift = 4'd4; 
		renorm_exp = -2;		
	end  
	else if (Add_mant[19])begin
		renorm_shift = 4'd5; 
		renorm_exp = -3;		
	end      
        Final_expo =  Larger_exp + renorm_exp;
	Add1_mant = Add_mant << renorm_shift;
	Final_mant = Add1_mant[23:1];  	
	if (s1 == s2) begin
		Final_sign = s1;
	end 
	if (e1 > e2) begin
		Final_sign = s1;	
	end else if (e2 > e1) begin
		Final_sign = s2;
	end
	else begin
		if (m1 > m2) begin
			Final_sign = s1;		
		end else begin
			Final_sign = s2;
		end
	end	
	Result1 = {Final_sign,Final_expo,Final_mant}; 
    end
    always @(posedge clk) begin
            if(reset) begin
                Num_shift <= #1 0;
            end
    end
endmodule
</file>
==> COMMIT_EDITMSG <==
Add synthesis and place-and-route results

- By count the netlist is led by nand2_1 (144), o21ai_0 (118), a21oi_1 (92).
- Hold repair after CTS inserted 0 buffers.
* Count of maximum capacitance violations: 0
- Number of clock buffers in the layout: 0
* Share of synthesized area occupied by flip-flops and latches: 0%
- Most frequent cell on the critical path: ha_1
- Number of max-slew violations in the final report: 0
- Clock power share: 0%
* Post-synthesis to final-layout area growth: 15.6%
* Worst-Margin Slew: between 0.8 and 0.9 ns
* Internal power: slightly above 0.3 mW
* Worst slew margin relative to its limit: between 40% and 50%
* First-pass GRT wire length: approximately 48000 um
- In this run the count of I/O pins placed on the die edge is 98.
- The number of antenna violations at the first check in global routing was 0.
- Number of nets still failing antenna checks after routing: 0
- The die is between 150 and 200 um wide.
- After routing the design area is just under 0.009 mm2.
* Core utilization before placement: ~31%
- Setup repair after global routing missed its margin: false
* Most common cell in the netlist: nand2_1
- Number of sequential storage elements: 0
- Cell area after synthesis: approximately 0.0077 mm2
- In the routed design, unresolved DRC markers number 0.
- Yosys reports a chip area of approximately 0.0077 mm2.
* Area share, top type: 13.4%
* Logic pwr share: around 100%
- Largest area contributor in the netlist: ha_1
- In the Yosys report the total cell count is approximately 1200.
* Vias per std cell: between 6 and 7
- Detailed-route iteration 0 reported a violation count of around 790.
- Across all hold checks on the routed design, the worst slack comes to approximately 18 ns.
- Maximum fanout along the worst path: a little over 70
* Max Fclk: approximately 34 MHz
- The routed design has slightly below 30000 um of wire.
- Data arrival time at the worst-slack endpoint: roughly 21 ns
* Total of cells resized after clock tree synthesis: 0
- Synthesized area per cell: 6.41 um2
- The global route stage reports its total congestion overflow as 0.
- Switching power of the nets: 0.333 mW
- Fraction of layout cells with a size suffix above 1: under 10%
- Worst stage delay on the critical path: around 0.71 ns
- Die Span Y: ~160 um
- Final setup violating endpoints: 0
* Routed wire per std cell: 18.5 um
- Count of input and output buffers: approximately 96
- Core area: ~0.025 mm2
- Total global-route track usage: a little under a quarter
* Vias in the first global route: a little under 9000
- The filler cells instantiated in the layout total 2760.
- Across the whole layout, storage elements account for 0 um2.
- Hold-check failures listed in the final report amount to 0.
* Critical path endpoint category: primary output
* Number of placement rows: 58
- Distinct cell type count of the synthesized netlist: between 70 and 80
- Yosys warning tally: ~65
- For reference, the most critical setup path is categorized as in2out.
- Slowest cell on the critical path: a32oi_2
- The stage logs contain a warning count of 30.
- The power report puts the leakage power at 3.63 nW.
- The design draws roughly 0.64 mW.
- The required time at the worst endpoint is listed as roughly 35 ns.
- In this run the full chip footprint comes out at ~0.026 mm2.
- First-pass detailed-route iteration total: 6
* Hpwl dp: around 23000 um
* Cells taking the most area after synthesis: ha_1 (13%), o21ai_0 (7.6%), nand2_1 (7.0%), a21oi_1 (6.0%), xnor2_1 (4.3%)
* Setup_tns: 0 ns
- Switching power share of the total: between 50% and 60%
- Fraction of the cycle the final worst path needs: between 60% and 70%
- Antenna Cells: 0
- STA reports the tightest min-delay check as being of type in2out.
- Of the total power, registers draw 0%.
- In this run the post-CTS setup repair buffer count came out at 0.
- Summing all placed instances gives a cell area of roughly 0.0089 mm2.
- For this block, the via count after detailed routing is around 9500.
- Status: finished, final reports clean
- Entering global routing, the biggest net connects 73 pins.
- Synthesis handed over a netlist of 1206 instances.
- The worst path needs ~30 ns of the cycle, external delays included.
* Routability congestion estimate: 0.963
- In this run the power density over the cells is about 71 mW/mm2.
- The worst setup path is launched from a primary input.
- Across the VDD grid, the largest voltage drop is ~0.000039 V.
## layout by cell type, fill, tap and decap left out, drive strengths merged, types with 6 or more instances in the layout
cell type	Yosys	routed
a211oi	23	23
a31oi	30	30
mux2	26	26
nor3b	6	6
or4	8	8
nor3	45	45
clkdlybuf4s50	0	96
and4	6	6
o211ai	25	25
o22ai	6	6
a21oi	92	92
o21ai	122	122
and3	14	14
or3	7	7
nor2	65	65
xnor2	38	38
a211o	8	8
nand2b	6	6
nand3	60	60
or2	15	15
inv	54	54
o21a	11	11
nand4	26	26
xor2	11	11
nand2	144	144
and2	9	9
a2111oi	7	7
nor4	21	21
ha	83	83
a21o	32	32
mux2i	24	24
o2111ai	11	11
buf	31	25
o31ai	20	20
## layer usage
metal | share of wire, % | vias to the layer above | global-route usage (%)
met5 | 0 | - | 0
met4 | 3.3 | 0 | 6.99
met3 | 5.6 | 47 | 1.04
met2 | 47 | 373 | 37.4
met1 | 44 | 4408 | 31.6
li1 | - | 4666 | -
## metrics by stage
stage | setup slack (ns) | instances | utilization, %
2_1_floorplan | 16.23 | 1206 | -
3_3_place_gp | 13.77 | 1572 | 35.4
5_1_grt | 12.64 | 1572 | 35.4
4_1_cts | 13.72 | 1572 | 35.4
3_5_place_dp | 13.79 | 1572 | 35.4
6_report | 13.57 | 1572 | 35.4
## power groups by stage
stage / sequential, mW / clock, mW / combinational, mW
after global routing: 0 / 0 / 0.706
final: 0 / 0 / 0.638
after CTS: 0 / 0 / 0.635
## kinds of logic (layout without fill, tap and decap cells)
logic type      Yosys count  in the layout  share of synthesized area (%)
compound gates          434            434                           36.2
xor+xnor                 49             49                           5.55
fa+ha+maj                87             87                           14.2
buf+inv                 139            175                           7.42
mux                      52             52                           7.48
simple gates            445            445                           29.1
## critical path: cells and delay by family
kind            cells  cell delay (ns)
compound gates     20             5.12
buf+inv             7             2.33
simple gates        8             2.00
fa+ha+maj           5             1.52
mux                 2             0.68
xor+xnor            4             0.67
## final cells by class
cell class         instances  area, um2  share of cell area, %
multi-input cells       1067       7170                   80.3
repair buffers           121       1150                   12.9
well taps                330        413                   4.62
inverters                 54        203                   2.27
## worst paths after layout
check | startpoint | end | slack [ns] | cells after the start
worst max-delay path | A[24] | Result[30] | 13.57 | 46
worst min-delay path | A[31] | Result[31] | 18.46 | 3
Power and IR drop assume default switching activity.
