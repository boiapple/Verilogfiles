$ cat design.v
`timescale 1ns / 1ps
module MAF( 
    input clk,  
    input  [31:0] A, B,C,
    input  [1:0]  func,
    output [63:0] Result
    );
    wire [63:0] mult_out_reg;
    Pipeline1 P1(clk,A, B, func, mult_out_reg);
    Pipeline2 P2(clk,C, mult_out_reg, func, Result);
endmodule
module Pipeline1(
    input clk,
    input  [31:0] A,
    input  [31:0] B,
    input  [1:0] func,
    output [63:0] mult_out
    );
    reg [31:0] mux_w;
    always @(*) begin
        case(func)
            2'b00: mux_w <= B;
            2'b01: mux_w <= 32'h1;
            2'b10: mux_w <= B;
            2'b11: mux_w <= 32'h1;
        endcase
    end    
   assign mult_out = A * mux_w; 
endmodule
module Pipeline2(
    input clk,
    input  [31:0] c_reg,
    input  [63:0] mult_out_reg,
    input  [1:0] func_reg,
    output reg [63:0] Result
    );
    reg [31:0] mux_w;
    always @(*) begin
        case(func_reg)
            2'b00: mux_w <= 0;
            2'b01: mux_w <= c_reg;
            2'b10: mux_w <= c_reg;
            2'b11: mux_w <= 0;
        endcase
    end
   always @(posedge clk) begin
   Result <= mult_out_reg + mux_w;
   end
endmodule
$ cat run.sh
#!/bin/bash
# OpenROAD 26Q1-2900-gdf79404cd8, Yosys 0.63+post, stock flow scripts
make -C /OpenROAD-flow-scripts/flow DESIGN_CONFIG=/design/flow/config.mk WORK_HOME=/design/flow/orfs finish
$ cat config.mk
export PLATFORM = sky130hd
export DESIGN_NAME = MAF
export DESIGN_NICKNAME = MAF
export VERILOG_FILES = /design/flow/design.v
export SDC_FILE = /design/flow/constraint.sdc
export NUM_CORES = 4
export LEC_CHECK = 1
export CORE_UTILIZATION = 50
$ cat constraint.sdc
current_design MAF

set clk_period 20.0
set clk_io_pct 0.2

create_clock -name clk0 -period $clk_period [get_ports {clk}]

set non_clock_inputs [all_inputs -no_clocks]
set_input_delay [expr $clk_period * $clk_io_pct] -clock clk0 $non_clock_inputs
set_output_delay [expr $clk_period * $clk_io_pct] -clock clk0 [all_outputs]
==> impl_metrics.py <==
# Metrics from the implementation run
metrics = {
    "outcome": {
        "outcome": "complete, no violations",
    },
    "critical_path": {
        "crit_fanout": 154,
        "criticalPathCategory": "in2reg",
        "crit_path_end_kind": "flip-flop",
        "cp_num_buf_inv": 7,
        "start_kind": "input pin",
        "cp-startpoint": "func[1]",
        "cp_slowest_cell": "buf_4",
        "cp_data_arrival_time_ns": 14.31,
        "cpPeakStageDelay_ns": 0.82,
        "cp_common_cell": "fa_1",
        "cp.required_ns": 20.23,
        "cpLargestDelayFamily": "adder cells",
    },
    "cells_and_area": {
        "regMostFlops": "P2.Result",
        "syn2layout_area_growth_pct": 7.28,
        "reg.largest.list": "P2.Result (64)",
        "layout-drive-gt1-share": 0.0280,
        "ff_latch_area_um2": 1280,
        "logic_area_um2": 30400,
        "largest_reg_flops": 64,
        "fillers": 6616,
    },
    "floorplanning": {
        "die_h_um": 272,
        "fp_util": 0.507,
        "num_rows": 98,
        "die_width_um": 272,
        "die-area_um2": 73800,
        "core_area_um2": 71700,
        "top_level_ports": 163,
    },
    "route": {
        "drc": 0,
        "via_count": 27432,
        "viasPerCell": 5.54,
        "drt-initial-drc-count": 1338,
        "ant_nets": 0,
        "wl_met3_mm": 11.1,
        "drt_pass1_iterations": 5,
        "route.met2.wl_mm": 55.5,
        "wl_met1_mm": 38.4,
        "avgRoutedWirePerCell_um": 22.5,
        "top_layer": "met5",
        "drt-total-wl_mm": 111,
    },
    "synth": {
        "synth_area_um2": 36400,
        "synth-edff-count": 0,
        "synth_cells": 4025,
        "syn_avg_cell_area_um2": 9.03,
        "yosys_cells": 4025,
        "yosysSeqAreaShare": 0.0352,
        "ys_warn_count": 2,
        "async_flop_share": 0,
        "ys_area_um2": 36400,
        "synth_top_flop_cell": "dfxtp_1",
        "synth_flops": 64,
        "yosysUniqueCellTypes": 56,
    },
    "timing": {
        "setup_viol": 0,
        "finalMaxSlewViolations": 0,
        "min_period_ns": 14.08,
        "hold_viol": 0,
        "fin_tns_setup_ns": 0,
        "post-route-worst-setup-slack_ns": 5.92,
        "finalClockPeriodUsage": 0.704,
        "rsz0062_at_grt": "no",
        "maxSlewHeadroom": 0.364,
        "worstMarginPinSlew_ns": 0.946,
        "max_freq_mhz": 71.0,
    },
    "grt": {
        "antenna_found_initial": 2,
        "grtUsageTotal": 0.342,
        "grt_max_degree": 155,
        "grt_pass1_wl_mm": 173,
        "overflow": 0,
        "grt_pass1_vias": 29971,
    },
    "flow_run": {
        "maxCapViolCount": 0,
        "warnings": 35,
    },
    "hold_path": {
        "hold_class": "in2reg",
        "holdCritStartpoint": "C[0]",
    },
    "clocking": {
        "post-cts-setup-buffers": 0,
        "cts_buffers": 9,
        "clkTransAtPathRegs_ns": 0.06,
        "root_buffer": "clkbuf_16",
        "cts_buffer_depth": 2,
        "tritoncts": "built",
        "cts_hold_buffers": 0,
        "htreeDepth": 3,
        "clock_sinks": 64,
        "ctsResizeCount": 0,
    },
    "place": {
        "preCtsSetupSlack_ns": 5.69,
        "hpwl_mm": 85.7,
        "io_buffer_count": 162,
        "finalWeightedCongestion": 0.990,
    },
}
## cell usage after synthesis, types with 5 or more instances
| cell | instances | area (um^2) |
|---|---|---|
| a31oi_1 | 9 | 56.3 |
| o21bai_1 | 12 | 90.1 |
| o21a_1 | 6 | 45.0 |
| nand2_1 | 460 | 1730 |
| a21oi_1 | 60 | 300 |
| xor2_1 | 29 | 254 |
| a211oi_1 | 6 | 45.0 |
| nand2b_1 | 19 | 119 |
| dfxtp_1 | 64 | 1280 |
| o211ai_1 | 5 | 37.5 |
| clkbuf_1 | 280 | 1050 |
| and3_1 | 599 | 3750 |
| nand4_1 | 18 | 113 |
| xnor2_1 | 33 | 289 |
| nand3_1 | 21 | 105 |
| nor2b_1 | 23 | 144 |
| o31ai_1 | 6 | 45.0 |
| nor2_1 | 29 | 109 |
| a21o_1 | 45 | 338 |
| fa_1 | 928 | 18600 |
| o21ai_0 | 34 | 170 |
| nor3_1 | 6 | 30.0 |
| and2_1 | 43 | 269 |
| inv_1 | 973 | 3650 |
| ha_1 | 265 | 3320 |
## layout make-up
cell class,instances,share of cell area
clock buffer,10,0.00587
multi-input combinational,2702,0.778
antenna,3,0.000192
timing repair buffer,245,0.0579
clock inverter,5,0.000898
sequential,64,0.0329
tap,950,0.0305
inverter,973,0.0936
## routing by layer
metal  up-vias  global-route usage
met5         -             0.00642
met4        10               0.143
met3       296               0.139
met2      1185               0.538
met1     13924               0.434
li1      12017                   -
## worst paths after layout
kind | end | cells after the start | slack (ns)
hold / removal | P2.Result[0] | 3 | 4.40
setup / recovery | P2.Result[56] | 29 | 5.92
## cells in the final DEF (no fill, tap or decap), types with 5 or more instances in the layout
cell type | synthesis | final
dfxtp_1 | 64 | 64
and2_1 | 43 | 43
a21o_1 | 45 | 45
nand2b_1 | 19 | 19
o31ai_1 | 6 | 6
o21bai_1 | 12 | 12
nor3_1 | 6 | 6
clkdlybuf4s50_1 | 0 | 162
and3_1 | 599 | 599
clkbuf_16 | 0 | 9
nand3_1 | 21 | 21
a21oi_1 | 60 | 60
nor2b_1 | 23 | 23
a31oi_1 | 9 | 9
xnor2_1 | 33 | 33
ha_1 | 265 | 265
o211ai_1 | 5 | 5
a211oi_1 | 6 | 6
xor2_1 | 29 | 29
nand2_1 | 460 | 460
buf_4 | 1 | 82
nor2_1 | 29 | 28
inv_1 | 973 | 973
o21a_1 | 6 | 6
fa_1 | 928 | 928
nand4_1 | 18 | 18
o21ai_0 | 34 | 34
## per-stage QoR
step / hold WS, ns / std cells / utilization / instance area, um^2
finish: 4.40 / 4952 / 0.544 / 39000
global route: 4.42 / 4949 / 0.544 / 39000
CTS: 4.38 / 4949 / 0.544 / 39000
detailed placement: 4.66 / 4934 / 0.540 / 38700
global placement: 4.66 / 4934 / 0.540 / 38700
floorplan: 4.25 / 4025 / - / 36400
## cells by family after synthesis
logic type,synth area share
AND/OR/NAND/NOR,0.179
flip-flops,0.0352
buffers and inverters,0.130
AND-OR/OR-AND,0.0386
adder cells (fa/ha/maj),0.602
XOR/XNOR,0.0149
multiplexers,0.000275
