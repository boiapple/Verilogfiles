--- ./design.v ---
`timescale 1ns / 1ps
module multiplier64x64(input [63:0]a,b, output [127:0]sum);
	reg[63:0] p1;
	reg[64:0] p2;
	reg[65:0] p3;
	reg[66:0] p4;
	reg[67:0] p5;
	reg[68:0] p6;
	reg[69:0] p7;
	reg[70:0] p8;
	reg[71:0] p9;
	reg[72:0] p10;
	reg[73:0] p11;
	reg[74:0] p12;
	reg[75:0] p13;
	reg[76:0] p14;
	reg[77:0] p15;
	reg[78:0] p16;
	reg[79:0] p17;
	reg[80:0] p18;
	reg[81:0] p19;
	reg[82:0] p20;
	reg[83:0] p21;
	reg[84:0] p22;
	reg[85:0] p23;
	reg[86:0] p24;
	reg[87:0] p25;
	reg[88:0] p26;
	reg[89:0] p27;
	reg[90:0] p28;
	reg[91:0] p29;
	reg[92:0] p30;
	reg[93:0] p31;
	reg[94:0] p32;
	reg[95:0] p33;
	reg[96:0] p34;
	reg[97:0] p35;
	reg[98:0] p36;
	reg[99:0] p37;
	reg[100:0] p38;
	reg[101:0] p39;
	reg[102:0] p40;
	reg[103:0] p41;
	reg[104:0] p42;
	reg[105:0] p43;
	reg[106:0] p44;
	reg[107:0] p45;
	reg[108:0] p46;
	reg[109:0] p47;
	reg[110:0] p48;
	reg[111:0] p49;
	reg[112:0] p50;
	reg[113:0] p51;
	reg[114:0] p52;
	reg[115:0] p53;
	reg[116:0] p54;
	reg[117:0] p55;
	reg[118:0] p56;
	reg[119:0] p57;
	reg[120:0] p58;
	reg[121:0] p59;
	reg[122:0] p60;
	reg[123:0] p61;
	reg[124:0] p62;
	reg[125:0] p63;
	reg[126:0] p64;
always @(a or b) begin
	if(b[0]==1'b0)
		p1[63:0] <= 0;
	else 
		p1[63:0] <= a;
	if(b[1]==1'b0)
		p2[64:0] <= 0;
	else begin
		p2[0] <= 0;
		p2[64:1] <= a;
	end
	if(b[2]==1'b0)
		p3[65:0] <= 0;
	else begin
		p3[1:0] <= 0;
		p3[65:2] <= a;
	end	
	if(b[3]==1'b0)
		p4[66:0] <= 0;
	else begin
		p4[2:0] <= 0;
		p4[66:3] <= a;
	end	
	if(b[4]==1'b0)
		p5[67:0] <= 0;
	else begin
		p5[3:0] <= 0;
		p5[67:4] <= a;
	end
	if(b[5]==1'b0)
		p6[68:0] <= 0;
	else begin
		p6[4:0] <= 0;
		p6[68:5] <= a;
	end
	if(b[6]==1'b0)
		p7[69:0] <= 0;
	else begin
		p7[5:0] <= 0;
		p7[69:6] <= a;
	end
	if(b[7]==1'b0)
		p8[70:0] <= 0;
	else begin
		p8[6:0] <= 0;
		p8[70:7] <= a;
	end
	if(b[8]==1'b0)
		p9[71:0] <= 0;
	else begin
		p9[7:0] <= 0;
		p9[71:8] <= a;
	end
	if(b[9]==1'b0)
		p10[72:0] <= 0;
	else begin
		p10[8:0] <= 0;
		p10[72:9] <= a;
	end
	if(b[10]==1'b0)
		p11[73:0] <= 0;
	else begin
		p11[9:0] <= 0;
		p11[73:10] <= a;
	end
	if(b[11]==1'b0)
		p12[74:0] <= 0;
	else begin
		p12[10:0] <= 0;
		p12[74:11] <= a;
	end
	if(b[12]==1'b0)
		p13[75:0] <= 0;
	else begin
		p13[11:0] <= 0;
		p13[75:12] <= a;
	end
	if(b[13]==1'b0)
		p14[76:0] <= 0;
	else begin
		p14[12:0] <= 0;
		p14[76:13] <= a;
	end
	if(b[14]==1'b0)
		p15[77:0] <= 0;
	else begin
		p15[13:0] <= 0;
		p15[77:14] <= a;
	end
	if(b[15]==1'b0)
		p16[78:0] <= 0;
	else begin
		p16[14:0] <= 0;
		p16[78:15] <= a;
	end
	if(b[16]==1'b0)
		p17[79:0] <= 0;
	else begin
		p17[15:0] <= 0;
		p17[79:16] <= a;
	end
	if(b[17]==1'b0)
		p18[80:0] <= 0;
	else begin
		p18[16:0] <= 0;
		p18[80:17] <= a;
	end
	if(b[18]==1'b0)
		p19[81:0] <= 0;
	else begin
		p19[17:0] <= 0;
		p19[81:18] <= a;
	end
	if(b[19]==1'b0)
		p20[82:0] <= 0;
	else begin
		p20[18:0] <= 0;
		p20[82:19] <= a;
	end	
	if(b[20]==1'b0)
		p21[83:0] <= 0;
	else begin
		p21[19:0] <= 0;
		p21[83:20] <= a;
	end	
	if(b[21]==1'b0)
		p22[84:0] <= 0;
	else begin
		p22[20:0] <= 0;
		p22[84:21] <= a;
	end	
	if(b[22]==1'b0)
		p23[85:0] <= 0;
	else begin
		p23[21:0] <= 0;
		p23[85:22] <= a;
	end
	if(b[23]==1'b0)
		p24[86:0] <= 0;
	else begin
		p24[22:0] <= 0;
		p24[86:23] <= a;
	end	
	if(b[24]==1'b0)
		p25[87:0] <= 0;
	else begin
		p25[23:0] <= 0;
		p25[87:24] <= a;
	end	
	if(b[25]==1'b0)
		p26[88:0] <= 0;
	else begin
		p26[24:0] <= 0;
		p26[88:25] <= a;
	end
	if(b[26]==1'b0)
		p27[89:0] <= 0;
	else begin
		p27[25:0] <= 0;
		p27[89:26] <= a;
	end
	if(b[27]==1'b0)
		p28[90:0] <= 0;
	else begin
		p28[26:0] <= 0;
		p28[90:27] <= a;
	end	
	if(b[28]==1'b0)
		p29[91:0] <= 0;
	else begin
		p29[27:0] <= 0;
		p29[91:28] <= a;
	end	
	if(b[29]==1'b0)
		p30[92:0] <= 0;
	else begin
		p30[28:0] <= 0;
		p30[92:29] <= a;
	end	
	if(b[30]==1'b0)
		p31[93:0] <= 0;
	else begin
		p31[29:0] <= 0;
		p31[93:30] <= a;
	end		
	if(b[31]==1'b0)
		p32[94:0] <= 0;
	else begin
		p32[30:0] <= 0;
		p32[94:31] <= a;
	end		
	if(b[32]==1'b0)
		p33[95:0] <= 0;
	else begin
		p33[31:0] <= 0;
		p33[95:32] <= a;
	end		
	if(b[33]==1'b0)
		p34[96:0] <= 0;
	else begin
		p34[32:0] <= 0;
		p34[96:33] <= a;
	end		
	if(b[34]==1'b0)
		p35[97:0] <= 0;
	else begin
		p35[33:0] <= 0;
		p35[97:34] <= a;
	end		
	if(b[35]==1'b0)
		p36[98:0] <= 0;
	else begin
		p36[34:0] <= 0;
		p36[98:35] <= a;
	end		
	if(b[36]==1'b0)
		p37[99:0] <= 0;
	else begin
		p37[35:0] <= 0;
		p37[99:36] <= a;
	end		
	if(b[37]==1'b0)
		p38[100:0] <= 0;
	else begin
		p38[36:0] <= 0;
		p38[100:37] <= a;
	end		
	if(b[38]==1'b0)
		p39[101:0] <= 0;
	else begin
		p39[37:0] <= 0;
		p39[101:38] <= a;
	end		
	if(b[39]==1'b0)
		p40[102:0] <= 0;
	else begin
		p40[38:0] <= 0;
		p40[102:39] <= a;
	end		
	if(b[40]==1'b0)
		p41[103:0] <= 0;
	else begin
		p41[39:0] <= 0;
		p41[103:40] <= a;
	end		
	if(b[41]==1'b0)
		p42[104:0] <= 0;
	else begin
		p42[40:0] <= 0;
		p42[104:41] <= a;
	end		
	if(b[42]==1'b0)
		p43[105:0] <= 0;
	else begin
		p43[41:0] <= 0;
		p43[105:42] <= a;
	end		
	if(b[43]==1'b0)
		p44[106:0] <= 0;
	else begin
		p44[42:0] <= 0;
		p44[106:43] <= a;
	end		
	if(b[44]==1'b0)
		p45[107:0] <= 0;
	else begin
		p45[43:0] <= 0;
		p45[107:44] <= a;
	end		
	if(b[45]==1'b0)
		p46[108:0] <= 0;
	else begin
		p46[44:0] <= 0;
		p46[108:45] <= a;
	end		
	if(b[46]==1'b0)
		p47[109:0] <= 0;
	else begin
		p47[45:0] <= 0;
		p47[109:46] <= a;
	end		
	if(b[47]==1'b0)
		p48[110:0] <= 0;
	else begin
		p48[46:0] <= 0;
		p48[110:47] <= a;
	end		
	if(b[48]==1'b0)
		p49[111:0] <= 0;
	else begin
		p49[47:0] <= 0;
		p49[111:48] <= a;
	end		
	if(b[49]==1'b0)
		p50[112:0] <= 0;
	else begin
		p50[48:0] <= 0;
		p50[112:49] <= a;
	end		
	if(b[50]==1'b0)
		p51[113:0] <= 0;
	else begin
		p51[49:0] <= 0;
		p51[113:50] <= a;
	end		
	if(b[51]==1'b0)
		p52[114:0] <= 0;
	else begin
		p52[50:0] <= 0;
		p52[114:51] <= a;
	end		
	if(b[52]==1'b0)
		p53[115:0] <= 0;
	else begin
		p53[51:0] <= 0;
		p53[115:52] <= a;
	end			
	if(b[53]==1'b0)
		p54[116:0] <= 0;
	else begin
		p54[52:0] <= 0;
		p54[116:53] <= a;
	end			
	if(b[54]==1'b0)
		p55[117:0] <= 0;
	else begin
		p55[53:0] <= 0;
		p55[117:54] <= a;
	end			
	if(b[55]==1'b0)
		p56[118:0] <= 0;
	else begin
		p56[54:0] <= 0;
		p56[118:55] <= a;
	end			
	if(b[56]==1'b0)
		p57[119:0] <= 0;
	else begin
		p57[55:0] <= 0;
		p57[119:56] <= a;
	end			
	if(b[57]==1'b0)
		p58[120:0] <= 0;
	else begin
		p58[56:0] <= 0;
		p58[120:57] <= a;
	end			
	if(b[58]==1'b0)
		p59[121:0] <= 0;
	else begin
		p59[57:0] <= 0;
		p59[121:58] <= a;
	end			
	if(b[59]==1'b0)
		p60[122:0] <= 0;
	else begin
		p60[58:0] <= 0;
		p60[122:59] <= a;
	end			
	if(b[60]==1'b0)
		p61[123:0] <= 0;
	else begin
		p61[59:0] <= 0;
		p61[123:60] <= a;
	end			
	if(b[61]==1'b0)
		p62[124:0] <= 0;
	else begin
		p62[60:0] <= 0;
		p62[124:61] <= a;
	end		
	if(b[62]==1'b0)
		p63[125:0] <= 0;
	else begin
		p63[61:0] <= 0;
		p63[125:62] <= a;
	end
	if(b[63]==1'b0)
		p64[126:0] <= 0;
	else begin
		p64[62:0] <= 0;
		p64[126:63] <= a;
	end
end
	assign sum=p1+p2+p3+p4+p5+p6+p7+p8+p9+p10+p11+p12+p13+p14+p15+p16+p17+p18+p19+p20+p21+p22+p23+p24+p25+p26+p27+p28+p29+p30+p31+p32+p33+p34+p35+p36+p37+p38+p39+p40+p41+p42+p43+p44+p45+p46+p47+p48+p49+p50+p51+p52+p53+p54+p55+p56+p57+p58+p59+p60+p61+p62+p63+p64;
endmodule
--- ./run.sh ---
#!/bin/bash
# OpenROAD 26Q1-2900-gdf79404cd8, Yosys 0.63+post, stock flow scripts
make -C /OpenROAD-flow-scripts/flow DESIGN_CONFIG=/design/flow/config.mk WORK_HOME=/design/flow/orfs finish
--- ./config.mk ---
export PLATFORM = sky130hd
export DESIGN_NAME = multiplier64x64
export DESIGN_NICKNAME = multiplier64x64
export VERILOG_FILES = /design/flow/design.v
export SDC_FILE = /design/flow/constraint.sdc
export NUM_CORES = 4
export LEC_CHECK = 1
export CORE_UTILIZATION = 30
--- ./constraint.sdc ---
current_design multiplier64x64

set clk_period 38.8
set clk_io_pct 0.2

create_clock -name clk0 -period $clk_period

set non_clock_inputs [all_inputs -no_clocks]
set_input_delay [expr $clk_period * $clk_io_pct] -clock clk0 $non_clock_inputs
set_output_delay [expr $clk_period * $clk_io_pct] -clock clk0 [all_outputs]
==> impl_metrics.env <==
# physical design summary
export IMPL_result_of_the_run="finished clean"
export IMPL_post_route_cell_area_um2=132000
export IMPL_num_rows=236
export IMPL_coreArea_um2=414000
export IMPL_p_sw_mw=65.3
export IMPL_largest_net_degree_at_the_start_of_global_routing=65
export IMPL_route_vias_total=90300
export IMPL_areaGrowthSynthToFinish_pct=5.88
export IMPL_grt_pass1_wl_um=624000
export IMPL_crit_buf_inv=8
export IMPL_post_route_worst_setup_slack_ns=11.76
export IMPL_crit_family="adder cells"
export IMPL_ys_types=66
export IMPL_remaining_drc_errors=0
export IMPL_power_density_nw_per_um2=810
export IMPL_critPathCaptureType="output port"
export IMPL_peakVddDrop_mv=2.71
export IMPL_critical_path_max_stage_delay_ns=0.73
export IMPL_place_congestion=0.964
export IMPL_total_i_o_pin_count=256
export IMPL_number_of_placed_instances_with_taps_included=19000
export IMPL_cts_setup_buffers=0
export IMPL_cts_repair_resized=0
export IMPL_slew_viol_final=0
export IMPL_initCoreUtil_pct=30.2
export IMPL_critical_path_s_slowest_cell="nor2_1"
export IMPL_synth_cells_yosys=13900
export IMPL_global_route_overflow_total=0
export IMPL_synth_area_yosys_um2=125000
export IMPL_seqCellArea_um2=0
export IMPL_grt_setup_unrepaired="no"
export IMPL_detailedPlace_worstSlack_ns=11.95
export IMPL_tot_gr_track_use_pct=21.2
export IMPL_design_die_area_um2=419000
export IMPL_slew_worst_pin_ns=1.14
export IMPL_maximum_fanout_count_along_the_critical_path=26
export IMPL_fillers=42800
export IMPL_sequential_cell_total=0
export IMPL_final_hold_viol_count=0
export IMPL_nClkBuffers=0
export IMPL_cts_hold_buffers=0
export IMPL_layout_drive_gt1_share_pct=3.13
export IMPL_drt_first_iter_violations=4112
export IMPL_logic_area_um2=109000
export IMPL_timing_critical_path_mode_cell="fa_1"
export IMPL_layoutNonFillerInstCount=19000
export IMPL_critPathArrivalTime_ns=19.28
export IMPL_die_size_y_um=647
export IMPL_drt_pre_antenna_iters=7
export IMPL_max_cap_violations=0
export IMPL_via_per_instance_ratio=4.76
export IMPL_wirelength_um=403000
export IMPL_post_layout_total_power_mw=107
export IMPL_internal_power_mw=41.8
export IMPL_finalSetupViolations=0
export IMPL_synthesis_area_um2=125000
export IMPL_fmax_mhz=37.0
export IMPL_path_class="in -> out"
export IMPL_final_period_utilization_pct=69.7
export IMPL_grt_pass1_vias=101000
export IMPL_synth_seq_share_pct=0
export IMPL_p_sw_share_pct=61.0
export IMPL_hpwl_um=331000
export IMPL_slew_headroom_pct=23.8
export IMPL_io_buffer_count=256
export IMPL_postRouteAntennaNets=0
export IMPL_dieWidth_um=647
export IMPL_warnings=32
export IMPL_postSynthCellCount=13900
export IMPL_finalWorstPathRequiredPeriod_ns=27.04
export IMPL_dpl_cell_area_um2=132000
export IMPL_timing_critical_path_from_type="input port"
export IMPL_worstHoldPathType="in -> out"
export IMPL_worst_endpoint_required_ns=31.04
export IMPL_routed_wire_length_per_instance_um=21.2
export IMPL_fin_tns_setup_ns=0
export IMPL_total_leakage_power_nw=67.0
export IMPL_yosysWarningCount=1
export IMPL_syn_avg_cell_area_um2=8.97
export IMPL_grt_antenna_before_repair=28
-- placed cells by master, fill, tap and decap left out, types with 11 or more instances in the layout --
| cell | count |
|---|---|
| ha_1 | 656 |
| o31ai_1 | 12 |
| inv_1 | 3397 |
| o21bai_1 | 36 |
| buf_2 | 128 |
| xnor2_1 | 81 |
| a211oi_1 | 11 |
| a21oi_1 | 172 |
| a21o_1 | 59 |
| a31oi_1 | 20 |
| clkdlybuf4s50_1 | 128 |
| buf_4 | 273 |
| nor3_1 | 33 |
| xor2_1 | 37 |
| nand2_1 | 3337 |
| nand4_1 | 58 |
| fa_1 | 3846 |
| and2_1 | 877 |
| nor2_1 | 86 |
| nand3_1 | 23 |
| o21ai_0 | 101 |
-- kinds of logic after synthesis --
| kind of cell | count (synthesis) | synth area share, % |
|---|---|---|
| XOR/XNOR | 118 | 0.827 |
| adder cells (fa/ha/maj) | 4502 | 68.2 |
| buffers and inverters | 4360 | 13.1 |
| multiplexers | 1 | 0.00801 |
| AND-OR/OR-AND | 478 | 2.36 |
| AND/OR/NAND/NOR | 4464 | 15.5 |
-- cells in the mapped netlist, types with 4 or more instances --
library cell	instances	area [um2]
a2111oi_0	5	43.8
a211oi_1	12	90.1
a21boi_0	7	52.6
a21o_1	59	443
a21oi_1	172	861
a221oi_1	8	70.1
a31oi_1	21	131
and2_1	877	5490
and3_1	7	43.8
and4_1	4	35.0
buf_2	7	35.0
clkbuf_1	954	3580
fa_1	3846	77000
ha_1	656	8210
inv_1	3397	12800
nand2_1	3337	12500
nand2b_1	7	43.8
nand3_1	23	115
nand4_1	58	363
nor2_1	86	323
nor2b_1	6	37.5
nor3_1	33	165
nor4_1	8	50.1
o211ai_1	4	30.0
o21a_1	7	52.6
o21ai_0	102	510
o21bai_1	36	270
o31ai_1	12	90.1
or3_1	5	31.3
or4_1	4	30.0
xnor2_1	81	709
xor2_1	37	324
-- metal layers --
metal | part of all wire, % | track usage, % | vias to the layer above
met5 | 0.084 | 0.335 | -
met4 | 4.1 | 6.50 | 32
met3 | 13 | 11.4 | 785
met2 | 48 | 33.9 | 4113
met1 | 34 | 24.7 | 47200
li1 | - | - | 38100
-- layout make-up --
cell class | instances | share of cell area [%]
antenna | 9 | 0.0170
tap | 5474 | 5.18
multi-input combinational | 9563 | 82.1
inverter | 3397 | 9.64
timing repair buffer | 534 | 3.08
-- per-stage QoR --
stage	hold WS [ns]	util, %
4_1_cts	16.64	32.0
3_3_place_gp	16.64	32.0
6_report	16.60	32.0
3_5_place_dp	16.63	32.0
5_1_grt	16.67	32.0
2_1_floorplan	15.82	-
-- power groups by stage --
stage	clock (mW)	combinational [mW]	sequential (mW)
4_1_cts	0	107	0
5_1_grt	0.00000274	115	0
-- tightest hold or removal path, delay by kind of cell --
family                 cells  cell delay [ns]
buffers and inverters      3             0.81
and+or+nand+nor            1             0.24
-- final timing paths --
check / depth (start not counted) / from / slack, ns / endpoint
worst min-delay path: 4 / b[0] / 16.60 / sum[0]
worst max-delay path: 28 / b[35] / 11.76 / sum[100]
No activity file was given, so power comes from the tool's default toggle rates.
